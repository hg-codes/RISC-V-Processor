`flow/config.mk`:
```
export PLATFORM = sky130hd
export DESIGN_NAME = EX
export DESIGN_NICKNAME = EX
export VERILOG_FILES = /design/flow/design.v
export SDC_FILE = /design/flow/constraint.sdc
export NUM_CORES = 4
export LEC_CHECK = 1
export CORE_AREA = 10 10 330 330
export DIE_AREA = 0 0 340 340
```
`flow/constraint.sdc`:
```
current_design EX

set clk_period 67.5
set clk_io_pct 0.2

create_clock -name clk0 -period $clk_period

set non_clock_inputs [all_inputs -no_clocks]
set_input_delay [expr $clk_period * $clk_io_pct] -clock clk0 $non_clock_inputs
set_output_delay [expr $clk_period * $clk_io_pct] -clock clk0 [all_outputs]
```
`flow/design.v`:
```
module fullAdder(
    input a,
    input b,
    input cin,
    output sum,
    output cout
);
wire w1,w2,w3;
 xor(sum,a,b,cin);
 and(w1,a,b);
 and(w2,b,cin);
 and(w3,a,cin);
 or(cout,w1,w2,w3);
endmodule
module Adder(
    input [63:0] a,
    input [63:0] b,
    input cin,
    output[63:0] sum
);
genvar i;
wire ctemp[64:0];
assign ctemp[0]=cin;
generate
    for(i=0;i<64;i=i+1)
    begin
      fullAdder f1(.a(a[i]),.b(b[i]),.cin(ctemp[i]),.sum(sum[i]),.cout(ctemp[i+1]));
    end
endgenerate
endmodule
module Subtractor(
    input [63:0]a,
    input [63:0]b,
    output [63:0]out
);
wire [63:0] bin;
assign bin = b ^ {64{1'b1}};
Adder subtractuut(
    .a(a),
    .b(bin),
    .cin(1'b1),     
    .sum(out)
);
endmodule
module add_gen(
    input [63:0] pc,
    input [63:0] immediate,
    output [63:0] branch_address
);
wire [63:0] temp;
assign temp= immediate << 1;  
Adder a1(
    .a(pc),
    .b(temp),
    .cin(1'b0),
    .sum(branch_address)
);
endmodule
module alu_control(input[6:0]funct7,input[2:0]funct3,input [1:0]alu_op,output reg [3:0]alu_ctl);
    always @(*) begin
        case(alu_op)
        2'b00:begin
            alu_ctl=4'b0010;
        end
        2'b01:begin
            case(funct3)
            3'b000: alu_ctl=4'b0110;
            3'b100: alu_ctl=4'b0111;
            default: alu_ctl=4'b0000;
        endcase
        end
        2'b10:begin
            case(funct7)
            7'b0000000:begin
                case(funct3)
                3'b000:begin
                    alu_ctl=4'b0010; 
                end
                3'b110:begin
                    alu_ctl=4'b0001;
                end
                3'b111:begin
                    alu_ctl=4'b0000;
                end
                default:begin
                      alu_ctl = 4'bxxxx;  
                end
                endcase
            end
            7'b0100000: begin
                alu_ctl=4'b0110;
            end
            default: begin
                  alu_ctl = 4'bxxxx;  
            end
            endcase
        end
        default: begin
              alu_ctl = 4'bxxxx;  
        end
    endcase
    end
endmodule
module MUX2(
    input wire a,
    input wire b,
    input wire sel,
    output wire y
);
    assign y = (sel==0) ? a : b;
endmodule
module full_adder(
    input wire A,
    input wire B,
    input wire Cin,
    output wire S,
    output wire Cout
);
    wire x,y,z;
    xor xor1(x,A,B);
    and and1(y,A,B);
    and and2(z,x,Cin);
    xor xor2(S,x,Cin);
    or or1(Cout,y,z);
endmodule
module ADD_64(
    input [63:0] A,
    input [63:0] B,
    input Cin,
    output [63:0] S,
    output Cout,
    output Overflow
);
    wire [64:0] C;
    wire Cout;
    assign C[0] = Cin;
    genvar i;
    generate
        for (i = 0; i < 64; i = i + 1) begin
            full_adder FA(A[i], B[i], C[i], S[i], C[i+1]);
        end
    endgenerate
    wire c1;
    xnor x1(c1, B[63], A[63]);
    and a1(Cout, c1, C[64]);
    assign Overflow = (A[63] == B[63]) && (S[63] != A[63]);
endmodule
module NOT_64(
    input [63:0] A,
    output [63:0] Y
);
    genvar i;
    generate
        for(i=0; i<64; i=i+1) 
        begin: gen_not
            not not1(Y[i], A[i]);
        end
    endgenerate
endmodule
module NEG(
    input wire[63:0] A,
    output wire[63:0] Y
);
    wire[63:0] A_1;
    wire Cout, Overflow;
    NOT_64 not1(A, A_1);
    ADD_64 add1(A_1, 64'b1,1'b0, Y,Cout,Overflow);
endmodule
module SUB_64(
    input signed [63:0] a,
    input signed [63:0] b,
    output signed [63:0] result,
    output Overflow
);
    wire [63:0] neg_b;
    wire Cout, Overflow,a1;
    NEG ng(b, neg_b);
    ADD_64 A1(a, neg_b, 1'b0, result, Cout, a1);
    assign Overflow = (a[63] != b[63]) && (result[63] != a[63]);
endmodule
module AND_64(
    input [63:0] A,
    input [63:0] B,
    output [63:0] Y
);
    genvar i;
    generate
        for(i=0; i<64; i=i+1) 
        begin: gen_and
            and and1(Y[i], A[i], B[i]);
        end
    endgenerate
endmodule
module OR_64(
    input [63:0] A,
    input [63:0] B,
    output [63:0] Y
);
    genvar i;
    generate
        for(i=0; i<64; i=i+1) 
        begin: gen_or
            or or1(Y[i], A[i], B[i]);
        end
    endgenerate
endmodule
module SLT_64(
    input signed [63:0] A,
    input signed [63:0] B,
    output signed [63:0] Y
);
    wire [63:0] diff;
    wire Overflow;
    SUB_64 sub(A, B, diff,Overflow);
    assign Y = {63'b0, (Overflow ? A[63] : diff[63])};
endmodule
module ALU_64(
    input [63:0] A,
    input [63:0] B,
    input [3:0] ALU_control,
    output [63:0] out,
    output zero
);
    wire [63:0] add_out, sub_out, and_out, or_out,slt_out, z1;
    wire Overflow, Cout;
    wire zero;
    reg [63:0] temp;
    reg z2;
    ADD_64 add1(A, B, 1'b0, add_out, Cout, Overflow);
    SUB_64 sub1(A, B, sub_out, Overflow);
    SUB_64 sub2(A, B, z1, Overflow);
    AND_64 and1(A, B, and_out);
    OR_64 or1(A, B, or_out);
    SLT_64 slt(A,B,slt_out);
  always @(*)
  begin 
    case(ALU_control)
       4'b0110: z2=(z1==0)? 1'b1:1'b0;        
       4'b0111: z2=(slt_out[0]==1) ? 1'b1:1'b0;
       default: z2= 1'b0;
       endcase
  end
   assign zero = z2;
   always @(*)
   begin
        case(ALU_control)
            4'b0010: temp = add_out;
            4'b0110: temp = sub_out;
            4'b0000: temp = and_out;
            4'b0001: temp = or_out;
            4'b0111: temp=  slt_out;
            default: temp = 64'b0;
        endcase
   end
    assign out = temp;
endmodule
module EX(
    input [63:0] PC,
    input [63:0] immediate,
    input [2:0] funct3,
    input [6:0] funct7,
    input ALUSrc,
    input branch,
    input [1:0]ALUOp,
    input [63:0] read_data1,read_data2,
    input [1:0] ForwardA,
    input [1:0] ForwardB,
    input [63:0] MEM_ALU_Out,
    input [63:0] WB_ALU_Out,
    output [63:0] branch_address,
    output [63:0] ALU_out,
    output [63:0] input_data_for_mem,
    output PCSrc
    );
    wire [63:0] dummy,selected_A,selected_B;
    wire [3:0] alu_op_to_alu;
    wire zero_to_and_gate;
    assign selected_A=(ForwardA==2'b00)?read_data1:
                      (ForwardA==2'b01)?WB_ALU_Out:
                      (ForwardA==2'b10)?MEM_ALU_Out:64'bx;
     assign dummy=(ForwardB==2'b00)?read_data2:
                      (ForwardB==2'b01)?WB_ALU_Out:
                      (ForwardB==2'b10)?MEM_ALU_Out:64'bx;
    assign selected_B=(ALUSrc==0) ? dummy : immediate;  
    assign input_data_for_mem=dummy;
    alu_control u2(
        .funct7(funct7),
        .funct3(funct3),
        .alu_op(ALUOp),
        .alu_ctl(alu_op_to_alu)
    );
    ALU_64 u3(
        .A(selected_A),
        .B(selected_B),
        .ALU_control(alu_op_to_alu),
        .out(ALU_out),
        .zero(zero_to_and_gate)
    );
    add_gen u4(
        .pc(PC),
        .immediate(immediate),
        .branch_address(branch_address)
    );
    assign PCSrc = branch & zero_to_and_gate;
    assign zero=zero_to_and_gate;
endmodule
```
`flow/run.sh`:
```
#!/bin/bash
# OpenROAD 26Q1-2900-gdf79404cd8, Yosys 0.63+post, stock flow scripts
make -C /OpenROAD-flow-scripts/flow DESIGN_CONFIG=/design/flow/config.mk WORK_HOME=/design/flow/orfs finish
```
==> notes.md <==
fresh numbers from the pnr run: status finished clean, Syn Area/Cell approximately 8 um2, Hold Crit Class input port to output port, Peak VDD IR between 0.000004 and 0.000005 V, worst rel slew slack between 20% and 30%, Post-route DRC 0, post-route cell area just over 0.02 mm2, Congestion Overflow GR 0, Post-DRT Antenna Nets 0, setup tns final 0 ps, gp weighted congestion roughly 0.93, crit start category input port, Initial DRC Count 417, Post-CTS Setup Inserts 0, Final Total Pwr 201 uW, Critical Path RT 54,000 ps, Critical Path Max Stage Delay 860 ps, OpenROAD warning count 159, fp util roughly 13%, most used cell, CP fa_1, Mapped Cells 1,612, flip-flops 0, Synth Seq Share 0%, Util after Layout 19.8%, gr usage total approximately an eighth, first drt pass iteration count 5, fmax between 0.015 and 0.02 GHz, antenna violations before repair around 46, number of I/O port buffers 593, max cap viols 0, Final setup viols 0, end of the critical path PCSrc, Worst EP arrival a little over 40,000 ps, met2 WL approximately 34 mm, Routed met1 length 34.4 mm, Netlist Area Pre-Place 0.0131 mm2, slowest CP cell o21ai_0, Vias/cell about 3.7, Chip Height approximately 340 um, unrepaired setup endpoints after global routing false, FP Rows 117, die area approximately 0.12 mm2, yosys cell count between 1,500 and 2,000, clkbuf count 0, area grow syn2layout 53.6%, Resized cells post-CTS 0, Crit Path Max Fanout 12, Setup crit start ForwardA[0], worst slew pin tran roughly 1100 ps, largest net degree at the start of global routing roughly 76, Leak Pwr about 9.5 nW, Core ar. approximately 0.10 mm2, DP Wirelength between 70 and 80 mm, Max Used Layer met5, YS chip area between 0.01 and 0.015 mm2, Pins Over Slew Limit 0, fill count roughly 11,000, Die Wd 340 um, WL/cell around 23 um, Reg area 0 um2, Ys Warns 4, final WL 77.7 mm, Post-DP Area 0.0202 mm2, vias in the first global route 13,523, final critical-path required period 54,770 ps, Pwr Density between 9 and 10 mW/mm2, area of the multi-input gates 0.0111 mm2, layout cells sized above 1 about 1.8%, worst setup path class input port to output port, CP Capture Type output port, Final Cycle Share 81.1%, total number of vias around 13,000, hold buffer count at cts 0, Cell variety after synth 39, Met3 Wirelength between 8 and 9 mm, first-pass GRT wire length about 110 mm, # IOs approximately 600, Final Hold Vio Count 0
## cell families (layout without fill, tap and decap cells)
logic type	count (synthesis)	after routing	synth area share, %
buffers and inverters	474	944	15.6
adders and majority gates	378	378	46.6
and+or+nand+nor	294	294	9.28
AOI/OAI and AO/OA	269	269	13.6
muxes	191	191	14.6
xor gates and xnor gates	6	6	0.400
other	0	4	0
## cell usage in the layout (no fill, tap or decap), drive strengths merged, types with 2 or more instances in the layout
cell type | synthesis | final
mux2i | 191 | 191
a211oi | 3 | 3
ha | 193 | 193
diode | 0 | 4
nand4 | 15 | 15
fa | 185 | 185
nor4 | 4 | 4
or4b | 2 | 2
a31o | 2 | 2
buf | 93 | 29
xnor2 | 5 | 5
o21a | 63 | 63
nand2 | 192 | 192
nor2 | 66 | 66
a21oi | 64 | 64
nor3b | 3 | 3
o21ai | 67 | 67
nand2b | 3 | 3
clkdlybuf4s50 | 0 | 588
inv | 327 | 327
o221ai | 63 | 63
## critical path, delay by kind of cell
kind,cells,cell delay (ps)
adders and majority gates,62,24680
AOI/OAI and AO/OA,2,970
and+or+nand+nor,4,780
buffers and inverters,5,1130
muxes,1,120
## metrics by stage
step / worst slack, ps / hold WS [ps] / cells
CTS: 12460 / 27000 / 3450
floorplan: 14770 / 27050 / 1612
global placement: 12550 / 27000 / 3450
global route: 11480 / 27000 / 3452
finish: 12730 / 27000 / 3454
detailed placement: 12510 / 27000 / 3450
## power by group
| group | leakage [nW] | internal, mW | switching (mW) |
|---|---|---|---|
| logic | 9.53 | 0.104 | 0.0971 |
| clock network | 0.0000280 | 0.0000000158 | 0 |
| registers | 0 | 0 | 0 |
| total | 9.53 | 0.104 | 0.0971 |
## worst min-delay path by stage
stage / startpoint / end / slack, ps / cells past startpoint
4_1_cts: PC[0] / branch_address[0] / 27000 / 0
5_1_grt: PC[0] / branch_address[0] / 27000 / 0
6_report: PC[0] / branch_address[0] / 27000 / 0
## final cells by class
type                            instances  share of cell area [%]
Inverter                              327                    6.08
Timing Repair Buffer                  617                    30.3
Antenna cell                            4                  0.0496
Tap cell                             1368                    8.49
Multi-Input combinational cell       1138                    55.1
## per-layer routing
layer	track usage [%]	vias to the layer above
met5	0	-
met4	0.937	34
met3	5.66	79
met2	20.7	568
met1	18.0	6007
li1	-	6086
## Yosys cell counts (4+ instances only)
cell / count / area, um2
buf_2: 4 / 20.0
inv_1: 327 / 1230
clkbuf_1: 54 / 203
nand4_1: 15 / 93.8
fa_1: 185 / 3700
ha_1: 193 / 2410
buf_1: 20 / 75.1
o21a_1: 63 / 473
xnor2_1: 5 / 43.8
nor2_1: 66 / 248
o21ai_0: 67 / 335
nand2_1: 192 / 721
o221ai_1: 63 / 552
mux2i_1: 191 / 1910
nor4_1: 4 / 25.0
a21oi_1: 64 / 320
buf_4: 69 / 518
Power and IR drop assume default switching activity.
