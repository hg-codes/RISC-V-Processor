$ cat ./design.v
module ID_EX(input wire clk,
                        input wire ID_EX_Flush,
                        input wire [63:0] PC_in,
                        input wire [63:0] read_data1_in,
                        input wire [63:0] read_data2_in,
                        input wire [63:0] immediate_in,
                        input wire [2:0] funct3_in,
                        input wire [6:0] funct7_in,
                        input wire [4:0] rd_in,
                        input wire branch_in,
                        input wire MemRead_in,                       
                        input wire MemtoReg_in,
                        input wire MemWrite_in,
                        input wire ALUSrc_in,
                        input wire RegWrite_in,
                        input wire [1:0] ALUOp_in,
                        input wire [4:0] IF_ID_rs1_in,
                        input wire [4:0] IF_ID_rs2_in,
                        output reg [63:0] PC_out,
                        output reg [63:0] read_data1_out,
                        output reg [63:0] read_data2_out,
                        output reg [63:0] immediate_out,
                        output reg [2:0] funct3_out,
                        output reg [6:0] funct7_out,
                        output reg [4:0] rd_out,
                        output reg branch_out,
                        output reg MemRead_out,
                        output reg MemtoReg_out,
                        output reg MemWrite_out,
                        output reg ALUSrc_out,
                        output reg RegWrite_out,
                        output reg [1:0] ALUOp_out,
                        output reg [4:0] IF_ID_rs1_out,
                        output reg [4:0] IF_ID_rs2_out
                        );
    always@(posedge clk)
begin
   if(ID_EX_Flush==0)begin
    PC_out <= PC_in;
    read_data1_out <= read_data1_in;
    read_data2_out <= read_data2_in;
    immediate_out <= immediate_in;
    funct3_out <= funct3_in;
    funct7_out <= funct7_in;
    rd_out <= rd_in;
    branch_out <= branch_in;
    MemRead_out <= MemRead_in;
    MemtoReg_out <= MemtoReg_in;
    MemWrite_out <= MemWrite_in;
    ALUSrc_out <= ALUSrc_in;
    RegWrite_out <= RegWrite_in;
    ALUOp_out <= ALUOp_in;
    IF_ID_rs1_out<=IF_ID_rs1_in;
    IF_ID_rs2_out<=IF_ID_rs2_in;
   end
    else begin
    PC_out <= 64'bx;
    read_data1_out <= 64'bx; 
    read_data2_out <= 64'bx;
    immediate_out <= 64'bx;
    funct3_out <= 3'bx;
    funct7_out <= 7'bx;
    rd_out <= 5'bx;
    branch_out <= 1'bx;
    MemRead_out <= 1'bx;
    MemtoReg_out <= 1'bx;
    MemWrite_out <= 1'bx;
    ALUSrc_out <= 1'bx;
    RegWrite_out <= 1'bx;
    ALUOp_out <= 2'bx;
    IF_ID_rs1_out <= 5'bx;
    IF_ID_rs2_out <= 5'bx;
    end
end
endmodule
$ cat ./config.mk
export PLATFORM = sky130hd
export DESIGN_NAME = ID_EX
export DESIGN_NICKNAME = ID_EX
export VERILOG_FILES = /design/flow/design.v
export SDC_FILE = /design/flow/constraint.sdc
export NUM_CORES = 4
export LEC_CHECK = 1
export CORE_AREA = 10 10 251 251
export DIE_AREA = 0 0 261 261
$ cat ./constraint.sdc
current_design ID_EX

set clk_period 1.0
set clk_io_pct 0.2

create_clock -name clk0 -period $clk_period [get_ports {clk}]

set non_clock_inputs [all_inputs -no_clocks]
set_input_delay [expr $clk_period * $clk_io_pct] -clock clk0 $non_clock_inputs
set_output_delay [expr $clk_period * $clk_io_pct] -clock clk0 [all_outputs]
$ cat ./run.sh
#!/bin/bash
# OpenROAD 26Q1-2900-gdf79404cd8, Yosys 0.63+post, stock flow scripts
make -C /OpenROAD-flow-scripts/flow DESIGN_CONFIG=/design/flow/config.mk WORK_HOME=/design/flow/orfs finish
==> out/qor.yml <==
layout:
  layout_top_cells: "sky130_fd_sc_hd__clkdlybuf4s50_1, sky130_fd_sc_hd__buf_2, sky130_fd_sc_hd__dfxtp_1, sky130_fd_sc_hd__dfxtp_2, sky130_fd_sc_hd__clkbuf_16"
  drive_gt1_share_pct: 48.3
  n_multi_input_combinational_cell: 0
  combGateArea_um2: 0
  postLayoutCoreUtil_pct: 21.8
  final_layout_top_logic_cell: "sky130_fd_sc_hd__clkdlybuf4s50_1"
  syn2layout_area_growth_pct: 117
global_routing:
  grt_antenna_before_repair: 17
  grt_pass1_vias: 5266
  grtUsageTotal_pct: 8.98
  grt_pass1_wl_mm: 42.6
  largest_net_degree_at_the_start_of_global_routing: 15
  grt.overflow.total: 0
yosys:
  synth_top_area_share_pct: 100
  ys_warn_count: 1
  synth_unique_cells: 1
  post_synth.cell_area_avg_um2: 20.0
  sequential_share_of_the_synthesized_area_pct: 100
  postSynthRegisterBits: 289
  synth_area_leader_cell: "sky130_fd_sc_hd__dfxtp_1"
  ys_cells: 289
  synthesis.area_um2: 5790
  post_synth_inst_count: 289
  post_synth_main_area_contributors: "sky130_fd_sc_hd__dfxtp_1"
  synth_chip_area_um2: 5790
worst_setup_path:
  cp.arrival_ps: 1040
  crit_family: "flip-flops"
  crit_start: "PC_out[28]"
  crit_type: "flip-flop to primary output"
  worst_path_largest_cell_delay_ps: 350
  setup_crit_end_kind: "primary output"
  worst-path-buf-inv: 1
  crit_required_ps: 800
  crit_chain: "buf_12"
  crit_path_start_kind: "flip-flop"
  critical-path-slowest-cell: "sky130_fd_sc_hd__dfxtp_2"
  critPathMaxFanout: 1
power:
  total_leakage_power_nw: 5.33
  power_density_nw_per_um2: 2120
  ir_worst_vdd_mv: 2.01
placed_design:
  place.port_buffers: 578
  place_worst_setup_slack_ps: -92.5
  globalplace.congestion: 0.865
  detailedPlacementHpwl_mm: 26.8
route:
  route.detailed.wl_per_inst_um: 19.2
  route.detailed.drc: 0
  route.vias.total: 4716
  wl_mm: 32.5
  detail_route.iter0.violations: 114
  antenna_cells: 0
  drtAntennaViolNets: 0
  drt_pass1_iterations: 4
  routed_via_density: 2.79
floorplanning:
  floorplan.rows: 88
  core_area_um2: 57600
  chipHeight_um: 261
  floorplan.io_pins: 580
  fp.dieArea_um2: 68100
  horiz_die_dim_um: 261
  floorplanUtilization_pct: 10.0
final_timing:
  finalMaxSlewViolations: 0
  setup_repair_after_global_routing_missed_its_margin: "yes"
  fin_tns_setup_ps: -52110
  worstMarginPinSlew_ps: 214
  report.final.setup_viol: 289
  slew_headroom_pct: 85.7
  layout_worst_path_cycle_share_pct: 124
  min_period_ps: 1240
  worst_slack_ps: -244
  max_freq_ghz: 0.804
  report.final.hold_viol_count: 0
cts:
  post_cts_buffers: 0
  cts-buffers-inserted: 31
  cts.path.max_buffers: 3
  clock_sink_count: 289
  hold_buffers: 0
  cts-htree-levels: 1
  cts_tree: "built"
  clk_root_buffer_cell: "sky130_fd_sc_hd__clkbuf_16"
  worst_setup_hold_path_clk_slew_ps: 60
run_status:
  status: "finished, violations left"
  violated_checks: "negative setup slack"
min_path:
  timing.hold.worst_endpoint: "read_data2_out[35]"
  min_path_type: "primary input to flip-flop"
  hold_path_startpoint: "read_data2_in[35]"
  worst_hold_path.num_cells: 1
flow_run:
  maxCapViolCount: 0
  warnings: 31
-- area by class of cell --
class	instances	area (um2)
clock inverters	12	226
well taps	765	957
fillers	6113	45000
clock buffers	42	887
flip-flops and latches	289	5920
repair buffers	582	4550
-- cell families after synthesis --
family / synth area share [%]
flip-flops: 100
-- power breakdown --
part	switching, W	internal, W
Sequential	0.000163	0.0122
Clock	0.00469	0.00771
Combinational	0.000434	0.00144
Total	0.00529	0.0213
-- layer usage --
layer | track usage (%) | routed length (um) | part of all wire [%] | vias to the layer above
li1 | - | - | - | 2123
met4 | 2.33 | 957 | 2.9 | 26
met1 | 8.64 | 10200 | 31 | 2052
met3 | 7.72 | 6730 | 21 | 71
met2 | 14.2 | 14400 | 44 | 444
met5 | 0 | 168 | 0.52 | -
-- cells in the mapped netlist --
master / count
sky130_fd_sc_hd__dfxtp_1: 289
-- through the flow --
stage          hold slack (ps)  area, um2  std cells  total power, W
2_1_floorplan              228       5790        289          0.0124
6_report                  51.9      12500       1690          0.0266
3_3_place_gp               650      12600       1636          0.0150
5_1_grt                   18.4      12500       1690          0.0277
3_5_place_dp               652      12600       1636          0.0150
4_1_cts                   4.73      12400       1690          0.0271
-- worst max-delay path by stage --
stage | to | slack [ps] | cells after the start
4_1_cts | PC_out[28] | -310 | 1
5_1_grt | PC_out[28] | -300 | 1
6_report | PC_out[28] | -240 | 1
-- timing repair --
action | CTS | global route
resized | 1033 | 39
endpoints found under the hold margin | 0 | 0
endpoints found under the setup margin | 289 | 289
pin swaps | 0 | 0
-- registers in the layout, summed over array words and instances, names as in the netlist, 2 cells and up --
signal          flops
ALUOp_out           2
IF_ID_rs1_out       5
IF_ID_rs2_out       5
PC_out             64
funct3_out          3
funct7_out          7
immediate_out      64
rd_out              5
read_data1_out     64
read_data2_out     64
No activity file was given, so power comes from the tool's default toggle rates.
